`design/flow/design.v`:
```
`timescale 1ns / 1ps
module vga_sync(
    input           clk         ,
                    rst         ,
                    tick        ,
    output          video_on    ,
                    h_sync      ,
                    v_sync      ,
    output  [9:0]   pixel_x     ,
                    pixel_y
    );
    localparam  HD      =   640     ;
    localparam  HLB     =   48      ;
    localparam  HRB     =   16      ;
    localparam  HR      =   96      ;
    localparam  H_END   =   HD + HLB + HRB + HR - 1;
    localparam  VD      =   480     ;
    localparam  VLB     =   33      ;
    localparam  VRB     =   10      ;
    localparam  VR      =   2       ;
    localparam  V_END   =   VD + VLB + VRB + VR - 1;
    wire            h_video_on  ,
                    v_video_on  ;
    reg     [9:0]   h_count     ,
                    v_count     ,
                    h_count_next,
                    v_count_next;
    always @ (posedge clk or posedge rst)
    begin
        if (rst)
        begin
            h_count <= 10'b0;
            v_count <= 10'b0;
        end
        else
        begin
            h_count     <=  h_count_next;
            v_count     <=  v_count_next;
        end
    end
   always @(*)
       if (tick)
           begin
           if (h_count == H_END)
               h_count_next = 10'b0;
           else
               h_count_next = h_count + 10'b1;
           end
       else
           h_count_next = h_count;
   always @(*)
       if (tick & (h_count == H_END))
           begin
           if (v_count == V_END)
               v_count_next = 10'b0;
           else
               v_count_next = v_count + 10'b1;
           end
       else
           v_count_next = v_count;
    assign h_sync  = ( h_count >= (HD + HRB) &&
                       h_count <= (HD + HRB + HR - 1));
    assign v_sync  = ( v_count >= (VD + VRB) &&
                       v_count <= (VD + VRB + VR - 1));
    assign h_video_on   = ( h_count < HD) ? 1'b1 : 1'b0 ;
    assign v_video_on   = ( v_count < VD) ? 1'b1 : 1'b0 ;
    assign video_on     = ( h_video_on && v_video_on)   ;
    assign pixel_x  =   h_count     ;
    assign pixel_y  =   v_count     ;
    endmodule
```
`design/flow/run.sh`:
```
#!/bin/bash
# OpenROAD 26Q1-2900-gdf79404cd8, Yosys 0.63+post, stock flow scripts
make -C /OpenROAD-flow-scripts/flow DESIGN_CONFIG=/design/flow/config.mk WORK_HOME=/design/flow/orfs finish
```
`design/flow/config.mk`:
```
export PLATFORM = sky130hd
export DESIGN_NAME = vga_sync
export DESIGN_NICKNAME = vga_sync
export VERILOG_FILES = /design/flow/design.v
export SDC_FILE = /design/flow/constraint.sdc
export NUM_CORES = 4
export LEC_CHECK = 1
export CORE_AREA = 10 10 98 98
export DIE_AREA = 0 0 108 108
```
`design/flow/constraint.sdc`:
```
current_design vga_sync

set clk_period 1.9
set clk_io_pct 0.2

create_clock -name clk0 -period $clk_period [get_ports {clk}]

set non_clock_inputs [all_inputs -no_clocks]
set_input_delay [expr $clk_period * $clk_io_pct] -clock clk0 $non_clock_inputs
set_output_delay [expr $clk_period * $clk_io_pct] -clock clk0 [all_outputs]
```
==> node_exporter_impl.prom <==
# HELP chip_impl_metric Synthesis and place-and-route metrics
# TYPE chip_impl_metric gauge
chip_impl_metric{name="antennaDiodeCount",unit=""} 0
chip_impl_metric{name="synth-warning-count",unit=""} 1
chip_impl_metric{name="layoutNonFillerInstCount",unit=""} 262
chip_impl_metric{name="synth.lib_cells_used.distinct",unit=""} 30
chip_impl_metric{name="synthArstFlopShare",unit=""} 1.000
chip_impl_metric{name="relSlewSlack",unit=""} 0.7983
chip_impl_metric{name="coreArea",unit="sq um"} 7647
chip_impl_info{name="critical_path.endpoint_type",value="flip-flop"} 1
chip_impl_metric{name="io-pin-count",unit=""} 26
chip_impl_metric{name="cts_made_buffers",unit=""} 3
chip_impl_metric{name="drtIter0Drc",unit=""} 38
chip_impl_metric{name="cts_hold_buffers",unit=""} 0
chip_impl_metric{name="drt-wirelength-per-cell",unit="microns"} 11.59
chip_impl_metric{name="min_period_over_period",unit=""} 0.9590
chip_impl_metric{name="report.final.slew_viol_count",unit=""} 0
chip_impl_metric{name="yosys.stat.chipArea",unit="sq um"} 1106
chip_impl_metric{name="pwr_density_cell",unit="nW/um^2"} 821.0
chip_impl_metric{name="mappedNetlistArea",unit="sq um"} 1106
chip_impl_info{name="critPathKind",value="reg2reg"} 1
chip_impl_info{name="result_of_the_run",value="finished clean"} 1
chip_impl_metric{name="ant_nets",unit=""} 0
chip_impl_metric{name="final_routed_wirelength",unit="microns"} 3036
chip_impl_info{name="worstHoldPathType",value="in2async"} 1
chip_impl_metric{name="total_of_flip_flops_plus_latches_after_synthesis",unit=""} 20
chip_impl_metric{name="max_clock_freq",unit="GHz"} 0.5488
chip_impl_metric{name="via_count_of_the_first_global_routing_pass",unit=""} 1042
chip_impl_metric{name="chipHeight",unit="microns"} 108
chip_impl_info{name="clock_tree_root_buffer_cell",value="sky130_fd_sc_hd__clkbuf_8"} 1
chip_impl_metric{name="syn-instance-count",unit=""} 111
chip_impl_metric{name="max_capacitance_violation_count",unit=""} 0
chip_impl_metric{name="insertion_delay",unit="ps"} 260
chip_impl_metric{name="post_drt_via_cell_ratio",unit=""} 3.668
chip_impl_metric{name="timing_worst_slew_pin_value",unit="ps"} 299.8
chip_impl_metric{name="dpl.cell_count",unit=""} 256
chip_impl_metric{name="synth_sequential_area_ratio",unit=""} 0.4525
chip_impl_metric{name="synth.top_cell.area_share",unit=""} 0.4525
chip_impl_metric{name="worstPathMaxFanout",unit=""} 8
chip_impl_metric{name="warning_count",unit=""} 29
chip_impl_metric{name="route.detailed.drc",unit=""} 0
chip_impl_metric{name="fin_tns_setup",unit="ps"} 0
chip_impl_metric{name="detail_route.first_pass.iterations",unit=""} 4
chip_impl_metric{name="synth-edff-count",unit=""} 0
chip_impl_metric{name="cts.sinks",unit=""} 20
chip_impl_info{name="tritoncts",value="built"} 1
chip_impl_metric{name="htree_num_levels",unit=""} 1
chip_impl_metric{name="timing.clock.skew",unit="ps"} 1.764
chip_impl_info{name="timing.critical_path.from_type",value="flip-flop"} 1
chip_impl_metric{name="worst_ep_arrival_time",unit="ps"} 2010
chip_impl_info{name="synth_top_cell_by_count",value="sky130_fd_sc_hd__dfrtp_1"} 1
chip_impl_metric{name="globalRouteMet1Util",unit=""} 0.07034
chip_impl_metric{name="drive_gt1_frac",unit=""} 0.2313
chip_impl_info{name="critical_path.startpoint",value="h_count[5]$_DFFE_PP0P_"} 1
chip_impl_metric{name="grt_first_pass_wirelength",unit="microns"} 5140
chip_impl_metric{name="endpoints_failing_setup",unit=""} 0
chip_impl_metric{name="total_routing_usage_gr",unit=""} 0.05256
chip_impl_info{name="ys.flop_type",value="sky130_fd_sc_hd__dfrtp_1"} 1
chip_impl_metric{name="yosysCellCount",unit=""} 111
chip_impl_metric{name="postSynthAreaPerCell",unit="sq um"} 9.965
chip_impl_metric{name="cts.path.max_buffers",unit=""} 2
chip_impl_metric{name="global_route.usage.met3",unit=""} 0.009639
chip_impl_metric{name="overflow",unit=""} 0
chip_impl_metric{name="met2_usage",unit=""} 0.08664
chip_impl_metric{name="finalHoldViolCount",unit=""} 0
chip_impl_metric{name="largest_net_degree_at_the_start_of_global_routing",unit=""} 21
chip_impl_metric{name="core_util_at_fp",unit=""} 0.1446
chip_impl_metric{name="portBuffers",unit=""} 25
chip_impl_metric{name="dieArea",unit="sq um"} 11660
chip_impl_metric{name="antenna_violations_before_repair",unit=""} 0
chip_impl_info{name="r2r_start",value="h_count[5]$_DFFE_PP0P_"} 1
chip_impl_metric{name="power.ir.vdd_worst",unit="uV"} 241.5
chip_impl_metric{name="final_worst_hold_slack",unit="ps"} 449.5
chip_impl_metric{name="rows",unit=""} 32
chip_impl_metric{name="routabilityCongestion",unit=""} 0.8093
chip_impl_metric{name="data_required_time_at_the_worst_endpoint",unit="ps"} 2090
chip_impl_metric{name="finalWorstPathRequiredPeriod",unit="ps"} 1822
chip_impl_info{name="top_area_cell",value="sky130_fd_sc_hd__dfrtp_1"} 1
chip_impl_metric{name="synthToLayoutAreaGrowth",unit="%"} 56.90
chip_impl_info{name="grt_busiest_layer",value="met2"} 1
chip_impl_metric{name="dp_hpwl",unit="microns"} 2369
chip_impl_info{name="ys_top_cells_by_count",value="sky130_fd_sc_hd__dfrtp_1, sky130_fd_sc_hd__xnor2_1, sky130_fd_sc_hd__nor2_1"} 1
chip_impl_metric{name="clk_pin_slew",unit="ps"} 80
chip_impl_info{name="rsz0062_at_grt",value="no"} 1
chip_impl_info{name="netlist_top_cells_area",value="sky130_fd_sc_hd__dfrtp_1, sky130_fd_sc_hd__xnor2_1, sky130_fd_sc_hd__ha_1, sky130_fd_sc_hd__nand3_1, sky130_fd_sc_hd__nor2_1"} 1
chip_impl_metric{name="via_count",unit=""} 961
chip_impl_metric{name="leakagePower",unit="nW"} 0.7207
chip_impl_metric{name="die_width",unit="microns"} 108
-- what timing repair did --
action,in CTS,in global routing
pin swaps,3,3
endpoints found under the setup margin,3,6
hold endpoints to repair,0,0
gates cloned,0,0
resized,7,6
buffers inserted,4,1
-- worst max-delay path, cell delays in order (launching register included) --
cell	delay (ps)
sky130_fd_sc_hd__dfrtp_1	400
sky130_fd_sc_hd__buf_6	140
sky130_fd_sc_hd__nand4b_1	160
sky130_fd_sc_hd__or4_4	540
sky130_fd_sc_hd__or3_4	400
sky130_fd_sc_hd__a21oi_2	130
-- where the power goes --
group          leakage (nW)  internal [mW]  switching [mW]  total [mW]
clock network        0.0288          0.184           0.144       0.329
registers             0.256          0.498          0.0653       0.563
logic                 0.436          0.316           0.217       0.533
-- final timing paths --
check                                               to  depth (start not counted)  slack [ps]
max in group asynchronous       h_count[6]$_DFFE_PP0P_                          3        1230
min in group clk0               h_count[6]$_DFFE_PP0P_                          1         520
worst max register to register  v_count[9]$_DFFE_PP0P_                          5          80
worst min register to register  h_count[6]$_DFFE_PP0P_                          1         520
worst max-delay path            v_count[9]$_DFFE_PP0P_                          5          80
worst min-delay path            v_count[3]$_DFFE_PP0P_                          3         450
-- stage by stage --
| stage | power, mW | utilization | area [sq um] | setup slack, ps |
|---|---|---|---|---|
| after floorplan | 0.7873 | - | 1106 | 104.4 |
| after global placement | 1.072 | 0.2125 | 1625 | -183.9 |
| after detailed placement | 1.084 | 0.2125 | 1625 | -178.6 |
| after CTS | 1.458 | 0.2248 | 1719 | 10.80 |
| after global routing | 1.522 | 0.2269 | 1735 | 18.65 |
| final | 1.425 | 0.2269 | 1735 | 77.86 |
-- layout by cell type (no fill, tap or decap), types with 2 or more instances in the layout --
cell,count
sky130_fd_sc_hd__clkdlybuf4s50_1,22
sky130_fd_sc_hd__buf_4,21
sky130_fd_sc_hd__dfrtp_1,19
sky130_fd_sc_hd__xnor2_1,14
sky130_fd_sc_hd__nand3_1,10
sky130_fd_sc_hd__nor2_1,10
sky130_fd_sc_hd__inv_1,6
sky130_fd_sc_hd__ha_1,5
sky130_fd_sc_hd__nand2_1,4
sky130_fd_sc_hd__nor3_1,4
sky130_fd_sc_hd__o21ai_0,4
sky130_fd_sc_hd__nor4_1,4
sky130_fd_sc_hd__clkbuf_8,4
sky130_fd_sc_hd__nand4_1,3
sky130_fd_sc_hd__and3_1,3
sky130_fd_sc_hd__dlygate4sd2_1,3
sky130_fd_sc_hd__o21ai_1,2
sky130_fd_sc_hd__and4_1,2
-- metal layers --
metal | part of all wire | wire [microns]
met1 | 0.44 | 1337
met2 | 0.48 | 1457
met3 | 0.060 | 181
met4 | 0.019 | 59
met5 | 0 | 0
-- layout make-up --
| class | count | area, sq um |
|---|---|---|
| clock buffers | 4 | 55.05 |
| repair buffers | 47 | 415.4 |
| well taps | 102 | 127.6 |
| flip-flops and latches | 20 | 501.7 |
| fillers | 823 | 5912 |
| inverters | 6 | 22.52 |
| multi-input cells | 83 | 613.1 |
-- kinds of logic after synthesis --
kind of cell,Yosys count,synth area share
compound gates,9,0.04751
xor+xnor,14,0.1109
fa+ha+maj,5,0.05656
buf+inv,8,0.02827
flops,20,0.4525
mux,1,0.009050
simple gates,54,0.2953
-- registers in the layout, summed over array words and instances (netlist names) --
signal,cells
v_count,10
h_count,10
Power is estimated from default activity; no workload was simulated.
