==> /design/flow/design.v <==
`timescale 1ns / 1ps
module ticker_60Hz(
    input   clk     , 
            rst     , 
    output  ref_tick
    );
    reg [24:0] count, ncount;
    assign ref_tick = (count == 25'd1_666_666);
    always @ (posedge clk, posedge rst)
        if  (rst) 
            count <= 25'b0;
        else
            count <= ncount;
    always @ (*)
        if (ref_tick) 
            ncount = 25'b0;
        else
            ncount = count + 25'b1;
endmodule
==> /design/flow/run.sh <==
#!/bin/bash
# OpenROAD 26Q1-2900-gdf79404cd8, Yosys 0.63+post, stock flow scripts
make -C /OpenROAD-flow-scripts/flow DESIGN_CONFIG=/design/flow/config.mk WORK_HOME=/design/flow/orfs finish
==> /design/flow/config.mk <==
export PLATFORM = sky130hd
export DESIGN_NAME = ticker_60Hz
export DESIGN_NICKNAME = ticker_60Hz
export VERILOG_FILES = /design/flow/design.v
export SDC_FILE = /design/flow/constraint.sdc
export NUM_CORES = 4
export LEC_CHECK = 1
export CORE_AREA = 10 10 103 103
export DIE_AREA = 0 0 113 113
==> /design/flow/constraint.sdc <==
current_design ticker_60Hz

set clk_period 3.3
set clk_io_pct 0.2

create_clock -name clk0 -period $clk_period [get_ports {clk}]

set non_clock_inputs [all_inputs -no_clocks]
set_input_delay [expr $clk_period * $clk_io_pct] -clock clk0 $non_clock_inputs
set_output_delay [expr $clk_period * $clk_io_pct] -clock clk0 [all_outputs]
==> results.yml <==
# synthesis and place-and-route metrics
worst_setup_path:
  r2r_setup_slack_ns: 1.26
  cp_max_fo: 3
  r2r-start: "count[7]"
  slowest_delay_ns: 0.51
  crit_start: "count[18]"
  startpoint_type: "flip-flop"
  required_ns: 2.64
  setup.worst_path.class: "reg2out"
  critPathCaptureType: "primary output"
  arrival_ns: 1.97
  critPathSlowestCell: "clkdlybuf4s50_1"
  worstPathCellList: "nor4b_4 > nand4_2 > nor4_1 > clkdlybuf4s50_1"
routing:
  route.detailed.drc: 0
  drtIter0Drc: 28
  dr_total_vias: 905
  antennaDiodeCount: 0
  wl_per_cell_um: 10.4
  avgViaCountPerCell: 3.80
  wirelength_mm: 2.48
  postRouteAntennaNets: 0
  drt_first_pass_iters: 4
placed_design:
  dpl-instance-area_mm2: 0.00152
  port_buffers: 2
  placed_cells_incl_taps: 234
  place_hpwl_mm: 1.81
  place_congestion: 0.848
grt:
  antenna_found_initial: 0
  grt_overflow: 0
  grt_pass1_vias: 849
  track_usage: 0.0396
  grt_start_max_net_pins: 26
  grt_pass1_wl_mm: 4.37
cells_and_area:
  final_common_cell: "dfrtp_1"
  fill_cells: 900
  reg.largest.list: "count x25"
  top_register: "count"
  mostFrequentLayoutCells: "dfrtp_1, xnor2_1, nor2_2, inv_1, nand4_1"
  layout-drive-gt1-share: 0.218
  stdcell_area_mm2: 0.00156
  largest_register_ffs: 25
  stdcell_count: 238
  syn2layout_area_growth_pct: 14.0
synthesis:
  yosys_cells: 128
  syn_area_mm2: 0.00137
  yosys.cell_types.count: 32
  top_cells_by_area: "dfrtp_1, xnor2_1, nor2_2"
  yosys_area_mm2: 0.00137
  largest_area_cell: "dfrtp_1"
  netlist_instances: 128
  top_area_frac: 0.456
  ys_warn_count: 1
  ys_ff: 25
  synth_seq_share: 0.456
  syn_area_per_cell_um2: 10.7
final_timing:
  maxSlewViolCount: 0
  tightest_slew_ns: 0.665
  setup_viol: 0
  fmaxAchievable_mhz: 380
  hold_violations: 0
  setup_tns_ns: 0
  slew_headroom: 0.553
  fin_crit_ns: 2.63
  rsz0062_at_grt: "no"
  fin_worst_skew_ns: 0.00200
  period_used_share: 0.797
clocking:
  clk_path_buf_depth: 2
  hold_buffers: 0
  clock-root-buffer: "clkbuf_8"
  h-tree-depth: 1
  clkSinkCount: 25
  cts_setup_buffers: 0
  cts-resized-gates: 0
  clk_latency_ns: 0.26
  cts_tree: "built"
  clkTransAtPathRegs_ns: 0.09
  numCtsBuffers: 3
floorplan:
  core_area_mm2: 0.00830
  core.rowCount: 33
  ioPinCount: 3
  initial_core_util: 0.165
  dieArea_mm2: 0.0128
  die_w_um: 113
  die_height_um: 113
power:
  power_density_mw_per_mm2: 315
  fin_total_pwr_uw: 493
  peakVddDrop_uv: 147
  p_leak_nw: 0.637
flow_run:
  tool_warnings: 26
  cap_violations: 0
min_path:
  hold_start: "count[24]"
  min_path_type: "reg2reg"
outcome:
  outcome: "complete, no violations"
==> cell families after synthesis <==
kind of cell               after synthesis  share of synthesized area
and+or+nand+nor                         66                      0.339
DFF                                     25                      0.456
xor gates and xnor gates                20                      0.128
buffers and inverters                   11                     0.0374
AOI/OAI and AO/OA                        3                     0.0137
adders and majority gates                2                     0.0182
muxes                                    1                    0.00730
==> layer usage <==
metal,routed length [um],GRT usage,up-vias
li1,-,-,456
met1,1350,0.0624,431
met2,1010,0.0541,18
met3,122,0.0118,0
met4,0,0.000846,0
met5,0,0,-
==> path summary, 6_finish.rpt <==
check,to,depth (start not counted)
min in group asynchronous,count[13],3
max in group asynchronous,count[18],3
max reg2reg,count[19],5
min,count[24],1
max,ref_tick,4
min reg2reg,count[24],1
==> power breakdown <==
| group | internal (mW) | total, mW | switching (mW) |
|---|---|---|---|
| Combinational | 0.00191 | 0.00802 | 0.00611 |
| Sequential | 0.306 | 0.306 | 0 |
| Clock | 0.0844 | 0.179 | 0.0946 |
| Total | 0.392 | 0.493 | 0.101 |
==> worst max-delay path, delay by kind of cell, from the launching register on <==
kind          cells  cell delay (ns)
buf+inv           1             0.51
flops             1             0.44
simple gates      3             0.76
==> synthesized netlist by cell type, drive strengths merged <==
| cell type | number |
|---|---|
| nand2 | 6 |
| nor4b | 2 |
| nand4 | 10 |
| nor2 | 16 |
| and2 | 1 |
| mux2i | 1 |
| nand3 | 7 |
| nor3 | 7 |
| buf | 3 |
| a21oi | 2 |
| nor4 | 7 |
| or2 | 3 |
| dfrtp | 25 |
| and4 | 2 |
| and3 | 2 |
| or3 | 1 |
| inv | 8 |
| or3b | 1 |
| nor3b | 1 |
| o221ai | 1 |
| xor2 | 6 |
| xnor2 | 14 |
| ha | 2 |
==> cell type report <==
cell class                 count  area [um^2]  area share
timing repair buffer           4         35.0      0.0224
tap                          105          131      0.0841
sequential                    25          626       0.400
inverter                       8         30.0      0.0192
multi-input combinational     92          694       0.444
clock inverter                 1         5.00     0.00320
clock buffer                   3         41.3      0.0264
==> stage by stage <==
stage | hold slack, ns | utilization | setup slack, ns
finish | 0.473 | 0.188 | 0.669
floorplan | 0.437 | - | 1.59
global route | 0.519 | 0.188 | 0.544
detailed placement | 0.468 | 0.183 | 0.953
CTS | 0.487 | 0.188 | 0.634
global placement | 0.459 | 0.183 | 0.946
Power and IR drop assume default switching activity.
