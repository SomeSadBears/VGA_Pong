$ cat flow/design.v
`timescale 1ns / 1ps
module tick_10ms(
    input   clk     , 
            rst     , 
    output  tick
    );
    reg [19:0] count, ncount;
    assign tick = (count == 20'd999_999);
    always @ (posedge clk, posedge rst)
        if  (rst) 
            count <= 20'b0;
        else
            count <= ncount;
    always @ (*)
        if (tick) 
            ncount = 20'b0;
        else
            ncount = count + 20'b1;
endmodule
$ cat flow/run.sh
#!/bin/bash
# OpenROAD 26Q1-2900-gdf79404cd8, Yosys 0.63+post, stock flow scripts
make -C /OpenROAD-flow-scripts/flow DESIGN_CONFIG=/design/flow/config.mk WORK_HOME=/design/flow/orfs finish
$ cat flow/config.mk
export PLATFORM = sky130hd
export DESIGN_NAME = tick_10ms
export DESIGN_NICKNAME = tick_10ms
export VERILOG_FILES = /design/flow/design.v
export SDC_FILE = /design/flow/constraint.sdc
export NUM_CORES = 4
export LEC_CHECK = 1
export CORE_AREA = 10 10 107 107
export DIE_AREA = 0 0 117 117
$ cat flow/constraint.sdc
current_design tick_10ms

set clk_period 2.9
set clk_io_pct 0.2

create_clock -name clk0 -period $clk_period [get_ports {clk}]

set non_clock_inputs [all_inputs -no_clocks]
set_input_delay [expr $clk_period * $clk_io_pct] -clock clk0 $non_clock_inputs
set_output_delay [expr $clk_period * $clk_io_pct] -clock clk0 [all_outputs]
==> impl_metrics.ini <==
; synthesis and place-and-route metrics
[power]
power.density_nw_per_um2 = 399.1
p_switching_uw = 89.03
p_leak_uw = 0.0004371
clockPowerShare_pct = 38.2
power_frac_comb_pct = 1.4
p_sw_share_pct = 19.30
pwr-share-seq_pct = 60.4
p_int_uw = 372.3
ir_drop_v = 0.0002306

[sta]
max_slew_margin_pct = 50.83
setup_tns_ps = 0
rsz0062_at_grt = no
final-setup-viol-count = 0
fin_crit_sh_pct = 96.22
hold_viol_final = 0
min_period_ps = 2790
skew_ps = 1.368
setup_slack_ps = 109.6
tightest_slew_ps = 736.7
drv_slew = 0
fmax_mhz = 358.4

[finish]
design_area_um2 = 1156
largest_reg_flops = 20
top_register = count
top_regs = count: 20 flops
area_delta_synth_final_pct = 18.92
drive_gt1_share_pct = 8.163

[min_path]
worstHoldStart = count[0]$_DFF_PP0_
hold_class = register to register

[synthesis]
ys_chip_area_um2 = 972.2
ys_cells = 96
ys_warn_count = 1
edf_count = 0
ys.flop_type = dfrtp_1
ys_ff = 20
syn_area_per_cell_um2 = 10.13
netlist_instances = 96
ys_seq_share_pct = 51.48
synth.distinct_cells = 28
synth-async-reset-ratio_pct = 100.0
synth_area_um2 = 972.2

[setup_path]
worst-setup-path-type = register to primary output
rr_startpoint = count[11]$_DFF_PP0_
end_kind = primary output
cp_max_fo = 6
critPathArrivalTime_ps = 2210
critPathLaunch = count[11]$_DFF_PP0_
critical_path_required_ps = 2320
critPathLaunchType = register

[routing]
drtIter0Drc = 11
routed_via_density = 3.158
dr.pass1.iters = 4
ant_nets = 0
post_drt_wl_per_cell_um = 7.823
n_antenna_cell = 0
wl_mm = 1.635
drc_errors = 0
vias = 660

[clock_network]
htree_levels = 1
postCtsSetupRepairBufs = 0
tritoncts = done
ctsResizeCount = 0
cts_buffer_depth = 2
cts.clk_slew.worst_paths_ps = 70
cts_root_buffer = clkbuf_8
clock-sinks = 20
cts_buffers = 3
cts-hold-fix-buffers = 0
clock_latency_ps = 250

[global_route]
grt_pass1_wl_mm = 2.953
grt_start_max_net_pins = 21
track_usage_pct = 2.520
antenna_found_initial = 0
grt-ovfl-total = 0
grt_pass1_vias = 674

[job]
timing.max_cap.violations = 0
warning_count = 25

[die]
die_area_um2 = 13690
rows = 35
die_h_um = 117
initial_utilization_pct = 10.57
core-area_um2 = 9196
design.portCount = 3
fp.dieW_um = 117

[placement]
gp_congestion = 0.7836
placed_area_um2 = 1114
preCtsSetupSlack_ps = 388.7
dp_hpwl_mm = 1.166
numPortBuffers = 2

[run_status]
status = finished clean
## cell type report
| cell class | instances | area, um2 |
|---|---|---|
| Clock buffer | 3 | 41.29 |
| Fill cell | 1040 | 8040 |
| Inverter | 4 | 15.01 |
| Multi-Input combinational cell | 68 | 431.7 |
| Sequential cell | 20 | 501.7 |
| Tap cell | 111 | 138.9 |
| Timing Repair Buffer | 3 | 27.53 |
## power groups by stage
stage     clock network [uW]  logic [uW]  registers (uW)
4_1_cts                  180        6.96             279
5_1_grt                  190        7.51             279
6_report                 176        6.43             279
## synthesized netlist by cell type (all sizes together) (3+ instances only)
library cell | instances | share of area (%)
a21oi | 4 | 2.1
dfrtp | 20 | 51
inv | 4 | 1.5
nand2 | 6 | 2.3
nand3 | 7 | 3.6
nand4 | 6 | 3.9
nor2 | 9 | 3.5
o31ai | 3 | 2.3
or4 | 3 | 2.3
xnor2 | 7 | 6.3
xor2 | 6 | 5.4
## per-stage QoR
stage	power, uW	util (%)	std cells	hold slack [ps]
floorplan	288.3	-	96	421.5
global placement	291.1	12.11	206	437.8
detailed placement	291.1	12.11	206	449.6
CTS	465.3	12.56	209	458.7
global route	476.1	12.57	209	504.7
finish	461.4	12.57	209	455.6
## critical path: stages (launching register included)
cell and delay (ps):
dfrtp_2 440, or4b_1 510, or3_1 350, nor3_2 150, clkdlybuf4s50_1 500
## per-layer routing
| layer | wire [um] | track usage, % |
|---|---|---|
| met1 | 852 | 3.640 |
| met2 | 714 | 3.900 |
| met3 | 68 | 0.5160 |
| met4 | 0 | 0.3295 |
| met5 | 0 | 0 |
## kinds of logic after synthesis
family          after synthesis  synth area share [%]
simple gates                 45                 26.00
flops                        20                 51.48
xor+xnor                     13                 11.71
compound gates                9                 5.405
buf+inv                       8                 4.117
fa+ha+maj                     1                 1.287
## cell usage in the layout, fill, tap and decap left out, drive strengths merged, types with 3 or more instances in the layout
cell type,netlist,final
clkbuf,2,3
nand3,7,7
a21oi,4,4
inv,4,4
dfrtp,20,20
nand4,6,6
o31ai,3,3
nor2,9,9
xnor2,7,7
xor2,6,6
or4,3,3
nand2,6,6
## path summary, 6_finish.rpt
check / to / slack, ps / depth (start not counted)
hold / removal: count[0]$_DFF_PP0_ / 460 / 1
setup / recovery: tick / 110 / 4
hold reg to reg: count[0]$_DFF_PP0_ / 460 / 1
setup reg to reg: count[19]$_DFF_PP0_ / 1050 / 5
min in group asynchronous: count[16]$_DFF_PP0_ / 750 / 2
max in group asynchronous: count[11]$_DFF_PP0_ / 1640 / 2
Power is estimated from default activity; no workload was simulated.
